==> ./design.v <==
module samsung_tseq_mac (
    input  wire [1:0] a,      
    input  wire [1:0] b,      
    output wire [1:0] prod    
);
    wire a_neg = a[1] & ~a[0];   
    wire a_pos = ~a[1] & a[0];   
    wire b_neg = b[1] & ~b[0];   
    wire b_pos = ~b[1] & b[0];   
    wire prod_pos = (a_neg & b_neg) | (a_pos & b_pos);
    wire prod_neg = (a_neg & b_pos) | (a_pos & b_neg);
    assign prod = {prod_neg, prod_pos};   
endmodule
module samsung_tseq_abs (
    input  wire [1:0] t,      
    output wire [1:0] abs_t   
);
    wire is_nonzero = t[0] | t[1];
    assign abs_t = {1'b0, is_nonzero};
endmodule
module samsung_tseq_single_correlator #(
    parameter N = 8        
) (
    input  wire              clk,
    input  wire              rst_n,
    input  wire              start,
    input  wire [2*N-1:0]    rx_seq,     
    input  wire [2*N-1:0]    ref_seq,    
    output reg  signed [15:0] corr_out,  
    output reg               done
);
    integer i;
    reg signed [15:0] accumulator;
    wire [1:0] products [0:N-1];
    genvar gi;
    generate
        for (gi = 0; gi < N; gi = gi + 1) begin : mac_gen
            samsung_tseq_mac mac_inst (
                .a(rx_seq[2*gi+1 : 2*gi]),
                .b(ref_seq[2*gi+1 : 2*gi]),
                .prod(products[gi])
            );
        end
    endgenerate
    always @(posedge clk or negedge rst_n) begin
        if (!rst_n) begin
            corr_out <= 16'sd0;
            done <= 1'b0;
        end else if (start) begin
            accumulator = 16'sd0;
            for (i = 0; i < N; i = i + 1) begin
                case (products[i])
                    2'b01:   accumulator = accumulator + 16'sd1;
                    2'b10:   accumulator = accumulator - 16'sd1;
                    default: accumulator = accumulator;
                endcase
            end
            corr_out <= accumulator;
            done <= 1'b1;
        end else begin
            done <= 1'b0;
        end
    end
endmodule
module samsung_tseq_shift_gen #(
    parameter N = 8
) (
    input  wire [2*N-1:0]    base_seq,  
    input  wire [$clog2(N)-1:0] shift,  
    output wire [2*N-1:0]    shifted    
);
    wire [4*N-1:0] doubled = {base_seq, base_seq};
    wire [$clog2(N)+1-1:0] bit_shift = {shift, 1'b0};   
    assign shifted = doubled[bit_shift +: 2*N];
endmodule
module samsung_tseq_argmax #(
    parameter N = 8
) (
    input  wire              clk,
    input  wire              rst_n,
    input  wire              start,
    input  wire signed [16*N-1:0] corr_values,  
    output reg  [$clog2(N)-1:0]   best_shift,
    output reg  signed [15:0]     max_corr,
    output reg                    done
);
    integer i;
    reg signed [15:0] current_max;
    reg [$clog2(N)-1:0] current_idx;
    always @(posedge clk or negedge rst_n) begin
        if (!rst_n) begin
            best_shift <= 0;
            max_corr   <= 16'sd0;
            done       <= 1'b0;
        end else if (start) begin
            current_max = corr_values[15:0];
            current_idx = 0;
            for (i = 1; i < N; i = i + 1) begin
                if ($signed(corr_values[16*i +: 16]) > current_max) begin
                    current_max = corr_values[16*i +: 16];
                    current_idx = i[$clog2(N)-1:0];
                end
            end
            best_shift <= current_idx;
            max_corr   <= current_max;
            done       <= 1'b1;
        end else begin
            done <= 1'b0;
        end
    end
endmodule
module samsung_tseq_demodulator #(
    parameter N = 8
) (
    input  wire              clk,
    input  wire              rst_n,
    input  wire              start,
    input  wire              coherent,      
    input  wire [2*N-1:0]    base_seq,      
    input  wire [2*N-1:0]    rx_seq,        
    output wire [$clog2(N)-1:0] symbol_out,  
    output wire signed [15:0]   max_corr,    
    output wire                 done
);
    wire [2*N-1:0] abs_base;           
    wire [2*N-1:0] ref_in;             
    genvar ai;
    generate
        for (ai = 0; ai < N; ai = ai + 1) begin : abs_gen
            samsung_tseq_abs abs_inst (
                .t(base_seq[2*ai+1 : 2*ai]),
                .abs_t(abs_base[2*ai+1 : 2*ai])
            );
        end
    endgenerate
    assign ref_in = coherent ? base_seq : abs_base;
    wire [2*N-1:0] abs_rx;
    generate
        for (ai = 0; ai < N; ai = ai + 1) begin : abs_rx_gen
            samsung_tseq_abs abs_rx_inst (
                .t(rx_seq[2*ai+1 : 2*ai]),
                .abs_t(abs_rx[2*ai+1 : 2*ai])
            );
        end
    endgenerate
    wire [2*N-1:0] effective_rx = coherent ? rx_seq : abs_rx;
    wire signed [15:0] corr_bank [0:N-1];
    wire [N-1:0] corr_done;
    genvar gi;
    generate
        for (gi = 0; gi < N; gi = gi + 1) begin : corr_gen
            wire [2*N-1:0] shifted_ref;
            samsung_tseq_shift_gen #(.N(N)) shift_inst (
                .base_seq(ref_in),
                .shift(gi[$clog2(N)-1:0]),
                .shifted(shifted_ref)
            );
            samsung_tseq_single_correlator #(.N(N)) corr_inst (
                .clk(clk),
                .rst_n(rst_n),
                .start(start),
                .rx_seq(effective_rx),
                .ref_seq(shifted_ref),
                .corr_out(corr_bank[gi]),
                .done(corr_done[gi])
            );
        end
    endgenerate
    wire signed [16*N-1:0] packed_corr;
    generate
        for (gi = 0; gi < N; gi = gi + 1) begin : pack_gen
            assign packed_corr[16*gi +: 16] = corr_bank[gi];
        end
    endgenerate
    wire all_done = &corr_done;
    samsung_tseq_argmax #(.N(N)) argmax_inst (
        .clk(clk),
        .rst_n(rst_n),
        .start(all_done),
        .corr_values(packed_corr),
        .best_shift(symbol_out),
        .max_corr(max_corr),
        .done(done)
    );
endmodule
==> ./run.sh <==
#!/bin/bash
# OpenROAD 26Q1-2900-gdf79404cd8, Yosys 0.63+post, stock flow scripts
make -C /OpenROAD-flow-scripts/flow DESIGN_CONFIG=/design/flow/config.mk WORK_HOME=/design/flow/orfs finish
==> ./config.mk <==
export PLATFORM = sky130hd
export DESIGN_NAME = samsung_tseq_demodulator
export DESIGN_NICKNAME = samsung_tseq_demodulator
export VERILOG_FILES = /design/flow/design.v
export SDC_FILE = /design/flow/constraint.sdc
export NUM_CORES = 4
export LEC_CHECK = 1
export CORE_UTILIZATION = 50
==> ./constraint.sdc <==
current_design samsung_tseq_demodulator

set clk_period 27.7
set clk_io_pct 0.2

create_clock -name clk0 -period $clk_period [get_ports {clk}]

set non_clock_inputs [all_inputs -no_clocks]
set_input_delay [expr $clk_period * $clk_io_pct] -clock clk0 $non_clock_inputs
set_output_delay [expr $clk_period * $clk_io_pct] -clock clk0 [all_outputs]
==> flow_summary_export.csv <==
group,metric,value,unit
status,outcome,"finished clean",
worst_hold_path,hold_path_class,"flip-flop to flip-flop",
placement,port_buffers,55,
drt,wl,129000,µm
sta,worst_pin_slew,0.871,ns
yosys,ys_warn_count,3,
finish,mostFrequentLayoutCell,"ha_1",
sta,finalCritPeriodShare,65.5,%
global_route,grt_pass1_wl,212000,µm
yosys,yosys.stat.seqShare,8.11,%
sta,fin_setup_tns,0,ns
clocking,cts_tree,"built",
yosys,yosys_area,46000,µm²
finish,layout_top_cells,"ha_1, nor2_1, a21oi_1",
floorplanning,die_height,305,µm
global_route,grt_pass1_vias,39400,
floorplanning,fp_util,50.8,%
yosys,yosysTopAreaCellShare,20.6,%
yosys,syn_inst,6261,
setup_path,crit_start,"corr_gen[0].corr_inst.corr_out[15]",
yosys,synth.distinct_cells,76,
global_route,grt_antenna_before_repair,5,
clocking,post-cts-setup-buffers,0,
placement,gp_congestion,1.02,
setup_path,crit_type,"flip-flop to flip-flop",
drt,ant_nets,0,
placement,post-dp-hpwl,106000,µm
clocking,clockBufferDepth,2,
clocking,clock_sinks,149,
yosys,avgSynthCellArea,7.34,µm²
yosys,ys_cells,6261,
yosys,edf_count,0,
setup_path,cpPeakStageDelay,0.59,ns
pwr,powerDensity,86.7,nW/µm²
setup_path,rr_startpoint,"corr_gen[0].corr_inst.corr_out[15]",
clocking,numCtsBuffers,17,
sta,period_needed,18.15,ns
drt,n_antenna_cell,0,
yosys,ys.flops,149,
setup_path,end_kind,"flip-flop",
floorplanning,rows,110,
drt,drcViolationCount,0,
yosys,synth-main-ff-cell,"dfrtp_1",
sta,relSlewSlack,42.0,%
floorplanning,core-area,90600,µm²
worst_hold_path,hp-start,"corr_gen[3].corr_inst.corr_out[0]",
clocking,htree_levels,4,
sta,finClkSkew,0.0211,ns
setup_path,arrival,18.47,ns
finish,drive_gt1_share,3.62,%
sta,hold_viol,0,
finish,syn_to_final_growth,4.46,%
drt,viasPerCell,5.77,
drt,drt_pre_antenna_iters,6,
setup_path,start_kind,"flip-flop",
finish,final_util,53.0,%
sta,setup_viol,0,
floorplanning,die-width,305,µm
yosys,yosys.area.top_type,"ha_1",
clocking,cts_hold_buf,0,
sta,rsz0062_at_grt,"no",
run,cap_violations,0,
pwr,p_leak,24.8,nW
yosys,synthArstFlopShare,100,%
clocking,clk_latency,0.43,ns
global_route,grt_use_total,28.5,%
clocking,clock-root-buffer,"clkbuf_16",
sta,fmax,55.1,MHz
drt,drt-initial-drc-count,2657,
drt,wl_per_cell,17.7,µm
global_route,grt_max_degree,117,
drt,via_count,42200,
run,tool_warnings,45,
clocking,path_clk_slew,0.08,ns
setup_path,worstPathRequired,28.02,ns
floorplanning,dieArea,93200,µm²
yosys,syn-cell-area,46000,µm²
sta,final-max-slew-violation-count,0,
setup_path,cp_slowest_cell,"o221ai_4",
setup_path,path_max_fanout,20,
global_route,grt_overflow,0,
pwr,peakVddDrop,0.000118,V
floorplanning,io_pins,56,
yosys,topCellsByArea,"ha_1, dfrtp_1, a21o_1, xnor2_1, a21oi_1",
clocking,cts-resized-gates,0,
per-layer routing:
metal	GRT usage (%)	up-vias	share of wire, %	wire length, µm
met5	0	-	0.042	54
met4	5.57	8	2.5	3170
met3	3.83	154	4.8	6240
met2	44.6	733	43	55900
met1	42.6	19100	49	63800
li1	-	22200	-	-
synth_stat cells, types with 7 or more instances:
cell and count:
xnor2_1 321, a21o_1 389, nand3b_1 12, inv_1 389, o21ai_0 490, nor2_1 532
a21oi_1 531, o22ai_1 83, dfrtp_1 149, nand2b_1 156, a31oi_1 11, and2_1 121
xnor3_1 7, a22oi_1 64, o21bai_1 24, a211o_1 7, nor3_1 173, mux2_2 86
ha_1 758, or3_1 31, mux2_4 7, mux2i_1 75, fa_1 87, clkbuf_1 248
nand2_1 472, and3_1 16, buf_1 34, o31a_1 17, nand3_1 25, o21a_1 298
o221ai_1 8, o31ai_1 139, a21boi_0 63, a221oi_1 56, or2_2 9, xor2_1 129
nor2b_1 138, nand4_1 31
metrics by stage:
stage                     instances  setup slack, ns  hold slack [ns]  cell area [µm²]  total power, W
after floorplan                6261            10.64            0.352            46000         0.00308
after global placement         7275             9.99            0.513            47400         0.00389
after detailed placement       7275             9.72            0.523            47400         0.00391
after CTS                      7307             9.63            0.537            48000         0.00417
after global routing           7307             7.84            0.567            48000         0.00464
final                          7307             9.55            0.529            48000         0.00416
where the power goes:
part	switching (W)	leakage [nW]	internal, W
clock network	0.000108	0.290	0.000129
registers	0.0000975	1.75	0.000300
logic	0.00201	22.8	0.00152
total	0.00221	24.8	0.00195
registers in the layout (all words and copies together) (netlist names):
name                         flops
argmax_inst.best_shift           3
argmax_inst.done                 1
argmax_inst.max_corr            16
corr_gen.corr_inst.corr_out    128
corr_gen.corr_inst.done          1
cell families after synthesis:
family	share of synthesized area, %
AND-OR/OR-AND	31.0
AND/OR/NAND/NOR	17.7
adder cells (fa/ha/maj)	24.5
buffers and inverters	5.56
XOR/XNOR	9.17
multiplexers	3.99
flip-flops	8.11
critical path, delay by kind of cell, from the launching register on:
kind	cells	cell delay [ns]
AOI/OAI and AO/OA	38	7.35
adders and majority gates	7	2.13
buffers and inverters	7	0.95
DFF	1	0.37
muxes	7	2.26
and+or+nand+nor	25	4.96
final cells by class:
type / count / area, µm²
well taps: 1176 / 1470
multi-input cells: 5436 / 39700
inverters: 389 / 1460
clock buffers: 18 / 429
flip-flops and latches: 149 / 3730
repair buffers: 125 / 1080
clock inverters: 14 / 156
fillers: 8759 / 42500
path summary, 6_finish.rpt:
| path | cells after the start | slack, ns | to |
|---|---|---|---|
| max | 84 | 9.55 | argmax_inst.max_corr[1] |
| min | 2 | 0.53 | corr_gen[3].corr_inst.corr_out[0] |
| max reg2reg | 84 | 9.55 | argmax_inst.max_corr[1] |
| min reg2reg | 2 | 0.53 | corr_gen[3].corr_inst.corr_out[0] |
| max in group asynchronous | 2 | 21.42 | corr_gen[2].corr_inst.corr_out[0] |
| min in group asynchronous | 1 | 5.08 | argmax_inst.done |
Power figures rest on the tool's default switching activity, not on a simulated workload.
