## flow/config.mk

```make
export PLATFORM = sky130hd
export DESIGN_NAME = multi_radix_unit
export DESIGN_NICKNAME = multi_radix_unit
export VERILOG_FILES = /design/flow/design.v
export SDC_FILE = /design/flow/constraint.sdc
export NUM_CORES = 4
export LEC_CHECK = 1
export CORE_UTILIZATION = 30
```

## flow/constraint.sdc

```tcl
current_design multi_radix_unit

set clk_period 4.6
set clk_io_pct 0.2

create_clock -name clk0 -period $clk_period [get_ports {clk}]

set non_clock_inputs [all_inputs -no_clocks]
set_input_delay [expr $clk_period * $clk_io_pct] -clock clk0 $non_clock_inputs
set_output_delay [expr $clk_period * $clk_io_pct] -clock clk0 [all_outputs]
```

## flow/design.v

```verilog
module multi_radix_unit (
    input clk,
    input rst_n,
    input [2:0] operation,   
    input [8:0] operand_a,   
    input [8:0] operand_b,
    output reg [17:0] result,   
    output reg overflow,
    output reg ready
);
localparam RADIX3 = 3;
localparam RADIX4 = 4;
localparam RADIX6 = 6;
reg [8:0] twiddle_factors [0:7];   
reg [8:0] crypto_key;
reg [8:0] crypto_state;
reg [35:0] temp_result;
reg [3:0] cycle_count;
reg processing;
always @(posedge clk or negedge rst_n) begin
    if (!rst_n) begin
        result <= 0;
        overflow <= 0;
        ready <= 1;
        cycle_count <= 0;
        processing <= 0;
        twiddle_factors[0] <= 9'h100;   
        twiddle_factors[1] <= 9'h0AA;   
        twiddle_factors[2] <= 9'h000;   
        twiddle_factors[3] <= 9'h156;   
        twiddle_factors[4] <= 9'h1FF;   
        twiddle_factors[5] <= 9'h1AA;   
        twiddle_factors[6] <= 9'h100;   
        twiddle_factors[7] <= 9'h0AA;   
    end else begin
        case (operation)
            3'b000: begin   
                case (cycle_count)
                    0: begin
                        temp_result <= operand_a + operand_b;
                        overflow <= (operand_a[8] & operand_b[8] & ~temp_result[8]) |
                                   (~operand_a[8] & ~operand_b[8] & temp_result[8]);
                        ready <= 0;
                        cycle_count <= 1;
                    end
                    1: begin
                        temp_result <= multiply_radix3(operand_a, operand_b);
                        cycle_count <= 2;
                    end
                    2: begin
                        result <= temp_result;
                        ready <= 1;
                        cycle_count <= 0;
                    end
                endcase
            end
            3'b001: begin   
                temp_result <= convert_radix4(operand_a) + convert_radix4(operand_b);
                result <= temp_result;
                overflow <= (temp_result > 18'h1FFFF) | (temp_result < 18'h20000);
                ready <= 1;
            end
            3'b010: begin   
                temp_result <= convert_radix6(operand_a) * convert_radix6(operand_b);
                result <= temp_result[17:0];
                overflow <= |temp_result[35:18];
                ready <= 1;
            end
            3'b011: begin   
                if (!processing) begin
                    processing <= 1;
                    cycle_count <= 0;
                    ready <= 0;
                end else begin
                    case (cycle_count)
                        0: temp_result <= fft_butterfly(operand_a, operand_b, twiddle_factors[0]);
                        1: temp_result <= fft_butterfly(operand_a, operand_b, twiddle_factors[1]);
                        2: temp_result <= fft_butterfly(operand_a, operand_b, twiddle_factors[2]);
                        3: temp_result <= fft_butterfly(operand_a, operand_b, twiddle_factors[3]);
                        4: temp_result <= fft_butterfly(operand_a, operand_b, twiddle_factors[4]);
                        5: temp_result <= fft_butterfly(operand_a, operand_b, twiddle_factors[5]);
                        6: temp_result <= fft_butterfly(operand_a, operand_b, twiddle_factors[6]);
                        7: begin
                            temp_result <= fft_butterfly(operand_a, operand_b, twiddle_factors[7]);
                            processing <= 0;
                            ready <= 1;
                        end
                    endcase
                    result <= temp_result;
                    cycle_count <= cycle_count + 1;
                end
            end
            3'b100: begin   
                crypto_state <= crypto_primitive(operand_a, operand_b, crypto_key);
                result <= {9'b0, crypto_state};
                ready <= 1;
            end
            default: begin
                result <= 0;
                overflow <= 0;
                ready <= 1;
            end
        endcase
    end
end
function [17:0] multiply_radix3;
    input [8:0] a, b;
    reg [17:0] product;
    integer i;
    begin
        product = 0;
        for (i = 0; i < 9; i = i + 1) begin
            if (b[i]) begin
                case (b[i])
                    1'b1: product = product + (a << i);
                    1'b0: ;  
                    default: product = product - (a << i);  
                endcase
            end
        end
        multiply_radix3 = product;
    end
endfunction
function [17:0] convert_radix4;
    input [8:0] ternary;
    reg [17:0] decimal;
    integer i;
    begin
        decimal = 0;
        for (i = 0; i < 9; i = i + 1) begin
            case (ternary[i])
                2'b00: decimal = decimal + 0 * (4 ** i);
                2'b01: decimal = decimal + 1 * (4 ** i);
                2'b10: decimal = decimal + 2 * (4 ** i);
                2'b11: decimal = decimal + 3 * (4 ** i);
            endcase
        end
        convert_radix4 = decimal;
    end
endfunction
function [35:0] convert_radix6;
    input [8:0] ternary;
    reg [35:0] decimal;
    integer i;
    begin
        decimal = 0;
        for (i = 0; i < 9; i = i + 1) begin
            decimal = decimal + ternary[i] * (6 ** i);
        end
        convert_radix6 = decimal;
    end
endfunction
function [17:0] fft_butterfly;
    input [8:0] x0, x1, twiddle;
    reg [17:0] y0, y1;
    begin
        y0 = x0 + x1;
        y1 = (x0 - x1) * twiddle;
        fft_butterfly = {y1[8:0], y0[8:0]};   
    end
endfunction
function [8:0] crypto_primitive;
    input [8:0] left, right, key;
    reg [8:0] new_right, f_output;
    begin
        f_output = ((left * key) + right) % 19683;   
        new_right = left ^ f_output;   
        crypto_primitive = new_right;
    end
endfunction
endmodule
```

## flow/run.sh

```bash
#!/bin/bash
# OpenROAD 26Q1-2900-gdf79404cd8, Yosys 0.63+post, stock flow scripts
make -C /OpenROAD-flow-scripts/flow DESIGN_CONFIG=/design/flow/config.mk WORK_HOME=/design/flow/orfs finish
```

==> flow_summary.toml <==
# generated from flow reports
[flow_run]
tool_warnings = 48
max_cap_viol_count = 0

[critical_path]
crit_type = "input port to flop"
crit_family = "adder cells"
cp.buffers_inverters = 8
critPathMaxFanout = 7
critPathMaxStageDelay_ns = 0.52
worst_path_most_repeated_cell = "sky130_fd_sc_hd__fa_2"
setup.worst_path.start_class = "input port"
cp_slowest_cell = "sky130_fd_sc_hd__fa_2"
critPathCaptureType = "flop"
critical_path_data_required_time_ns = 4.70
timing.reg2reg.setup_slack_ns = 1.94
timing.critical_path.arrival_ns = 9.63

[sta]
worst_hold_slack_ns = 0.4739
timing.max_slew.rel_slack_pct = 48.59
timing.final.max_slew_violations = 0
fmax_mhz = 104.9
layout_setup_ws_ns = -4.933
finalSetupViolations = 32
finalSetupTns_ns = -130.26
worst_pin_slew_ns = 0.7711
rsz0062_at_grt = "yes"
fin_crit_sh_pct = 207.2
hold_viol_final = 0
fin_crit_ns = 9.533
worst_clock_skew_ns = 0.008684

[clock_network]
cts_tree = "yes"
worst_setup_hold_path_clk_slew_ns = 0.07
cts_buffers = 9
clk_path_buf_depth = 2
clock_tree.root_cell = "sky130_fd_sc_hd__clkbuf_16"
clock.latency.late_pin_ns = 0.36
postCtsHoldBufs = 0
cts_num_sinks = 70
htreeDepth = 3

[finish]
fillers = 8136
share_of_cells_above_drive_strength_1_pct = 31.86
final_core_utilization_pct = 42.20
seq_area_sq_mm = 0.001978
comb_area_sq_mm = 0.02368
layout-area-overhead-vs-synth_pct = 39.34

[logic_synthesis]
flip_flops_with_a_built_in_enable = 45
yosys_warnings = 11
synthesis.area_sq_mm = 0.02583
ys_seq_share_pct = 7.660
ys_cells = 3054
synth-main-ff-cell = "sky130_fd_sc_hd__edfxtp_1"
postSynthRegisterBits = 70
synth.yosys.chip_area_sq_mm = 0.02583
synth_cells = 3054
synth.distinct_cells = 82
syn_avg_cell_area_sq_um = 8.456
synthArstFlopShare_pct = 35.71

[place]
half_perimeter_wire_length_of_the_detailed_placement_result_mm = 63.57
port-buffer-count = 42
preCtsSetupSlack_ns = -6.084
gp_routability_congestion = 0.9612

[global_route]
grt_antenna_before_repair = 0
grt_overflow = 0
pin_count_of_the_biggest_net_entering_global_routing = 28
grt_pass1_vias = 23800
wire_length_of_the_first_global_routing_pass_mm = 126.1
groute.usage.overall_pct = 19.19

[outcome]
violations = "negative setup slack"
status = "finished with violations"

[floorplan]
die-area_sq_mm = 0.08726
floorplanUtilization_pct = 30.28
die_w_microns = 295.4
core-area_sq_mm = 0.08528
pin_count = 43
die_height_microns = 295.4
core_rows = 107

[worst_hold_path]
timing.hold.worst.class = "flop to flop"

[routing]
routed-via-count = 22670
wl_per_cell_microns = 15.92
drt_iter0_drc = 1064
drc = 0
total_wire_length_after_detailed_routing_mm = 77.07
number_of_iterations_in_the_first_detailed_routing_pass = 8
via_per_inst = 4.682
route.antenna.diode_count = 0
drt.antenna.violating_nets = 0
==> worst reg2reg max path, cell delays in order, from the launching register on <==
cell                      delay [ns]
sky130_fd_sc_hd__dfrtp_1        0.47
sky130_fd_sc_hd__nor2_1         0.38
sky130_fd_sc_hd__and2_1         0.58
sky130_fd_sc_hd__nand2_1        0.27
sky130_fd_sc_hd__nor2_1         0.34
sky130_fd_sc_hd__nand2_1        0.16
sky130_fd_sc_hd__o31ai_1        0.28
==> sequential cells by signal, summed over array words and instances (netlist names) <==
register / count
processing: 1
temp_result: 36
ready: 1
result: 18
crypto_state: 9
cycle_count: 4
overflow: 1
==> through the flow <==
| step | std cells | area, sq um |
|---|---|---|
| 3_3_place_gp | 4701 | 32790 |
| 3_5_place_dp | 4701 | 32790 |
| 5_1_grt | 4842 | 35990 |
| 6_report | 4842 | 35990 |
| 2_1_floorplan | 3054 | 26860 |
| 4_1_cts | 4796 | 34920 |
==> layout make-up <==
cell class	count	area share (%)
inverters	619	6.512
flip-flops and latches	70	5.497
well taps	1144	3.978
clock inverters	7	0.1704
repair buffers	747	17.42
clock buffers	9	0.6258
multi-input cells	2246	65.80
==> repair_timing <==
action / 4_1_cts / 5_1_grt
setup buffers: 85 / 51
endpoints found under the setup margin: 32 / 32
pin swaps: 171 / 157
gates resized: 302 / 170
gates cloned: 0 / 1
==> synth_stat cells (11+ instances only) <==
| library cell | count | area (sq um) |
|---|---|---|
| sky130_fd_sc_hd__nand3_1 | 17 | 85.08 |
| sky130_fd_sc_hd__o22ai_1 | 12 | 75.07 |
| sky130_fd_sc_hd__nand2_1 | 416 | 1562 |
| sky130_fd_sc_hd__inv_1 | 618 | 2320 |
| sky130_fd_sc_hd__nor3_1 | 26 | 130.1 |
| sky130_fd_sc_hd__nand2b_1 | 16 | 100.1 |
| sky130_fd_sc_hd__ha_1 | 334 | 4179 |
| sky130_fd_sc_hd__dfrtp_1 | 24 | 600.6 |
| sky130_fd_sc_hd__mux2i_1 | 11 | 110.1 |
| sky130_fd_sc_hd__and3_1 | 15 | 93.84 |
| sky130_fd_sc_hd__nor2b_1 | 52 | 325.3 |
| sky130_fd_sc_hd__o21a_1 | 26 | 195.2 |
| sky130_fd_sc_hd__fa_1 | 414 | 8288 |
| sky130_fd_sc_hd__a21o_1 | 44 | 330.3 |
| sky130_fd_sc_hd__xor2_1 | 38 | 332.8 |
| sky130_fd_sc_hd__nor2_1 | 152 | 570.6 |
| sky130_fd_sc_hd__or3_1 | 12 | 75.07 |
| sky130_fd_sc_hd__a21oi_1 | 134 | 670.6 |
| sky130_fd_sc_hd__a31oi_1 | 21 | 131.4 |
| sky130_fd_sc_hd__a211oi_1 | 15 | 112.6 |
| sky130_fd_sc_hd__o21ai_0 | 103 | 515.5 |
| sky130_fd_sc_hd__clkbuf_1 | 111 | 416.7 |
| sky130_fd_sc_hd__o21bai_1 | 20 | 150.1 |
| sky130_fd_sc_hd__and2_1 | 84 | 525.5 |
| sky130_fd_sc_hd__xnor2_1 | 117 | 1025 |
| sky130_fd_sc_hd__edfxtp_1 | 45 | 1351 |
| sky130_fd_sc_hd__a221oi_1 | 19 | 166.4 |
==> cell families after synthesis <==
group,synth area share (%)
AND/OR/NAND/NOR,14.43
adder cells (fa/ha/maj),48.27
buffers and inverters,10.76
AND-OR/OR-AND,12.59
XOR/XNOR,5.470
flip-flops,7.660
multiplexers,0.8188
==> per-layer routing <==
| layer | routed length [microns] | global-route usage (%) |
|---|---|---|
| met3 | 5750 | 5.387 |
| met1 | 34060 | 26.85 |
| met4 | 1964 | 4.057 |
| met2 | 35290 | 30.28 |
| met5 | 0 | 0 |
==> cells in the final DEF (no fill, tap or decap), types with 44 or more instances in the layout <==
master and n:
sky130_fd_sc_hd__buf_4 626, sky130_fd_sc_hd__inv_1 574, sky130_fd_sc_hd__nand2_1 390, sky130_fd_sc_hd__fa_1 390, sky130_fd_sc_hd__ha_1 247, sky130_fd_sc_hd__nor2_1 133, sky130_fd_sc_hd__xnor2_1 86, sky130_fd_sc_hd__and2_1 82
sky130_fd_sc_hd__a21oi_1 79, sky130_fd_sc_hd__ha_4 76, sky130_fd_sc_hd__a21oi_2 48, sky130_fd_sc_hd__buf_6 48, sky130_fd_sc_hd__o21ai_0 45, sky130_fd_sc_hd__edfxtp_1 45, sky130_fd_sc_hd__a21o_1 44
==> path summary, 6_finish.rpt <==
| check | cells past startpoint | start | endpoint |
|---|---|---|---|
| setup / recovery | 47 | operand_a[1] | temp_result[16] |
| hold / removal | 2 | result[15] | result[15] |
| setup reg to reg | 6 | cycle_count[2] | temp_result[10] |
| hold reg to reg | 2 | result[15] | result[15] |
| max in group asynchronous | 2 | rst_n | ready |
| min in group asynchronous | 2 | rst_n | result[2] |
